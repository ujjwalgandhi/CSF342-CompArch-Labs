===== design/flow/design.v =====
module bit32OR (out,in1,in2);
	input [31:0] in1,in2;
	output [31:0] out;
	assign {out}=in1 | in2;
endmodule

===== design/flow/constraint.sdc =====
current_design bit32OR

set clk_period 1.0
set clk_io_pct 0.2

create_clock -name clk0 -period $clk_period

set non_clock_inputs [all_inputs -no_clocks]
set_input_delay [expr $clk_period * $clk_io_pct] -clock clk0 $non_clock_inputs
set_output_delay [expr $clk_period * $clk_io_pct] -clock clk0 [all_outputs]

===== design/flow/run.sh =====
#!/bin/bash
# OpenROAD 26Q1-2900-gdf79404cd8, Yosys 0.63+post, stock flow scripts
make -C /OpenROAD-flow-scripts/flow DESIGN_CONFIG=/design/flow/config.mk WORK_HOME=/design/flow/orfs finish

===== design/flow/config.mk =====
export PLATFORM = sky130hd
export DESIGN_NAME = bit32OR
export DESIGN_NICKNAME = bit32OR
export VERILOG_FILES = /design/flow/design.v
export SDC_FILE = /design/flow/constraint.sdc
export NUM_CORES = 4
export LEC_CHECK = 1
export CORE_AREA = 10 10 70 70
export DIE_AREA = 0 0 80 80

==> impl_metrics.json <==
{
  "outcome": "finished, final reports clean",
  "yosysUniqueCellTypes": 1,
  "fp-utilization_pct": 5.86,
  "pwr_density_cell_mw_per_mm2": 250,
  "crit_chain": "dlygate4sd2_1, or2_1, buf_2",
  "chip_area_sq_mm": 0.00640,
  "rows": 21,
  "warnings": 32,
  "rsz0062_at_grt": "no",
  "power.share.clock_pct": 0,
  "worst_setup_path_start_kind": "primary input",
  "required_ps": 800,
  "switchingPower_w": 0.0000492,
  "min_period_ps": 963,
  "crit_slowest_cell": "dlygate4sd2_1",
  "core_sq_mm": 0.00342,
  "seq_area_sq_um": 0,
  "n_fill_cell": 425,
  "crit_family": "buffers and inverters",
  "grt_pass1_wl_mm": 3.28,
  "ir_drop_mv": 0.0758,
  "largest_area_cell": "or2_1",
  "whs_endpoint": "out[9]",
  "drv_slew": 0,
  "tightest_slew_ps": 53.2,
  "setup_violations": 0,
  "dp_hpwl_mm": 2.13,
  "synth.top_cell.area_share_pct": 100,
  "antenna_found_initial": 0,
  "grt_max_degree": 2,
  "totalWireLength_mm": 2.18,
  "routedWlPerCell_microns": 12.5,
  "io_pins": 96,
  "critPathBufInv": 2,
  "postPlaceCellArea_sq_mm": 0.00122,
  "seqPwrFrac_pct": 0,
  "n_antenna_cell": 0,
  "area.growth.synth_to_final_pct": 389,
  "layout_top_cells": "64 x dlygate4sd2_1, 32 x or2_1, 32 x buf_2",
  "grt_usage_pct": 6.19,
  "slew_headroom_pct": 96.5,
  "ys_cells": 32,
  "holdWs_ps": 745,
  "num_vias": 556,
  "p_comb_share_pct": 100.0,
  "netlist_area_sq_um": 200,
  "cp-end-kind": "output pin",
  "p_sw_share_pct": 20.1,
  "fmax_ghz": 1.04,
  "port_buffers": 96,
  "crit_arrival_ps": 760,
  "hold_viol": 0,
  "finalCritPeriodShare_pct": 96.3,
  "ys_warn_count": 0,
  "netlist_instances": 32,
  "viasPerCell": 3.20,
  "tns_ps": 0,
  "overflow": 0,
  "pre_cts_slack_ps": -463,
  "final_common_cell": "dlygate4sd2_1",
  "drc": 0,
  "ys_area_sq_um": 200,
  "place_congestion": 0.796,
  "final_util_pct": 28.6,
  "cp_max_fo": 1,
  "leakage_nw": 0.495,
  "die_w_microns": 80,
  "critPathKind": "in2out",
  "maxCapViolations": 0,
  "first_iter_violations": 0,
  "flops": 0,
  "finalWorstSetupSlack_ps": 36.5,
  "synth_seq_share_pct": 0,
  "clockBufferCount": 0,
  "hold_path_class": "in2out",
  "hold_depth": 3,
  "cp_slowest_stage_delay_ps": 220,
  "avgSynthCellArea_sq_um": 6.26,
  "area_leaders": "or2_1 100%",
  "drive_gt1_share_pct": 25.0,
  "intPower_w": 0.000195,
  "antenna_left": 0,
  "min_from": "in2[9]",
  "first_pass_iters": 1,
  "die_h_microns": 80,
  "grt_pass1_vias": 665,
  "final_cell_area_sq_um": 978
}
-- timing repair --
action                                  in CTS  in global routing
hold buffers                                 0                  0
pin swaps                                   32                  1
setup buffers                                0                  0
endpoints found under the setup margin      32                  1
resized                                    162                  0
-- layer usage --
layer	vias up	track usage, %	share of wire, %
met5	-	0	0
met4	0	0	0
met3	0	3.75	16
met2	42	12.1	53
met1	226	5.54	31
li1	288	-	-
-- layout make-up --
type	count	area [sq um]	share of cell area, %
multi-input cells	32	200	20.5
well taps	46	57.6	5.88
repair buffers	96	721	73.7
-- how the worst max path moves through the flow --
stage / cells past startpoint / slack, ps / from / end
CTS: 3 / 20 / in1[13] / out[13]
global route: 3 / 3 / in2[13] / out[13]
finish: 3 / 40 / in1[26] / out[26]
-- synth_stat cells (all sizes together) --
cell type and count:
or2 32
-- power by group through the flow --
stage	Combinational (W)	Clock, W	Sequential (W)
after global routing	0.000274	0	0
final	0.000245	0	0
after CTS	0.000253	0	0
-- metrics by stage --
stage,power (W),cells
finish,0.000245,174
global route,0.000274,174
CTS,0.000253,174
detailed placement,0.000406,174
global placement,0.000403,174
floorplan,0.0000290,32
-- kinds of logic (layout without fill, tap and decap cells) --
group	after synthesis	after routing	synth area share (%)
AND/OR/NAND/NOR	32	32	100
buffers and inverters	0	96	0
No activity file was given, so power comes from the tool's default toggle rates.
