File: flow/run.sh
#!/bin/bash
# OpenROAD 26Q1-2900-gdf79404cd8, Yosys 0.63+post, stock flow scripts
make -C /OpenROAD-flow-scripts/flow DESIGN_CONFIG=/design/flow/config.mk WORK_HOME=/design/flow/orfs finish
File: flow/config.mk
export PLATFORM = sky130hd
export DESIGN_NAME = b32adder
export DESIGN_NICKNAME = b32adder
export VERILOG_FILES = /design/flow/design.v
export SDC_FILE = /design/flow/constraint.sdc
export NUM_CORES = 4
export LEC_CHECK = 1
export CORE_AREA = 10 10 100 100
export DIE_AREA = 0 0 110 110
File: flow/constraint.sdc
current_design b32adder

set clk_period 13.5
set clk_io_pct 0.2

create_clock -name clk0 -period $clk_period

set non_clock_inputs [all_inputs -no_clocks]
set_input_delay [expr $clk_period * $clk_io_pct] -clock clk0 $non_clock_inputs
set_output_delay [expr $clk_period * $clk_io_pct] -clock clk0 [all_outputs]
File: flow/design.v
module b32adder(x,y,cin,out,cout);
	input [31:0] x, y;
	input cin;
	output [31:0] out;
	output cout;
	wire c[2:0];
	b8adder b1(x[7:0], y[7:0], cin, out[7:0], c[0]);
	b8adder b2(x[15:8], y[15:8], c[0], out[15:8], c[1]);
	b8adder b3(x[23:16], y[23:16], c[1], out[23:16], c[2]);
	b8adder b4(x[31:24], y[31:24], c[2], out[31:24], cout);
endmodule
module b8adder(x,y,cin,out,cout);
	input [7:0] x, y;
	input cin;
	output [7:0] out;
	output cout;
	wire c[6:0];
	fadder f0(out[0], c[0], x[0], y[0], cin);
	fadder f1(out[1], c[1], x[1], y[1], c[0]);
	fadder f2(out[2], c[2], x[2], y[2], c[1]);
	fadder f3(out[3], c[3], x[3], y[3], c[2]);
	fadder f4(out[4], c[4], x[4], y[4], c[3]);
	fadder f5(out[5], c[5], x[5], y[5], c[4]);
	fadder f6(out[6], c[6], x[6], y[6], c[5]);
	fadder f7(out[7], cout, x[7], y[7], c[6]);
endmodule
module decoder(d0,d1,d2,d3,d4,d5,d6,d7,x,y,z);
	input x,y,z;
	output d0,d1,d2,d3,d4,d5,d6,d7;
	wire x0,y0,z0;
	not n1(x0,x);
	not n2(y0,y);
	not n3(z0,z);
	and a0(d0,x0,y0,z0);
	and a1(d1,x0,y0,z);
	and a2(d2,x0,y,z0);
	and a3(d3,x0,y,z);
	and a4(d4,x,y0,z0);
	and a5(d5,x,y0,z);
	and a6(d6,x,y,z0);
	and a7(d7,x,y,z);
endmodule
module fadder(s,c,x,y,z);
	input x,y,z;
	wire d0,d1,d2,d3,d4,d5,d6,d7;
	output s,c;
	decoder dec(d0,d1,d2,d3,d4,d5,d6,d7,x,y,z);
	assign s = d1 | d2 | d4 | d7, c = d3 | d5 | d6 | d7;
endmodule
==> flow_metrics.tcl <==
# yosys + openroad results
set metrics [dict create \
    core.rowCount 32 \
    die_h_um 110 \
    worstPathArrival_ps 14250 \
    grt_first_pass_wirelength_mm 4.59 \
    holdWs_ps 6110 \
    routed-wl-met3_um 953 \
    vias 708 \
    syn_area_um2 881 \
    yosys-top-cells-count "buf_4, fa_1" \
    dpl.hpwl_mm 3.14 \
    cp.buffers_inverters 2 \
    avgViaCountPerCell 3.05 \
    grt_antenna_before_repair 0 \
    dp.cells 232 \
    setup_viol 11 \
    timing.critical_path.to_type "output port" \
    grt_overflow 0 \
    drc_errors 0 \
    hold_viol 0 \
    timing.final.ws_setup_ps -3450 \
    synthDistinctLibCells 2 \
    crit_type "input port to output port" \
    die_w_um 110 \
    routed_wl_mm 3.18 \
    tightest_slew_ps 138 \
    drt_pass1_iterations 3 \
    ctsHoldBuffers 0 \
    outcome "finished, violations left" \
    rsz0062_at_grt "true" \
    cpMostUsedCell "fa_2" \
    gp_congestion 0.851 \
    clkbuf_count 0 \
    ios 98 \
    cp_data_required_time_ps 10800 \
    flops 0 \
    cp-start-kind "input port" \
    tool_warnings 35 \
    grt_pass1_vias 838 \
    period_needed_ps 16950 \
    wire_per_inst_um 13.7 \
    area_growth_pct 99.6 \
    cp_max_fo 1 \
    drive_gt1_share_pct 36.2 \
    met2WireLength_mm 1.01 \
    ant_nets 0 \
    routed.top_layer "met3" \
    yosysWarnings 2 \
    ys_cells 64 \
    regArea_um2 0 \
    maxSlewHeadroom_pct 90.8 \
    ys_top_cells_by_area "fa_1, buf_4" \
    violations "setup timing" \
    antenna_cells 0 \
    fp-utilization_pct 11.3 \
    cp_top_family "adder cells" \
    cap_violations 0 \
    ir_drop_mv 0.0111 \
    port_buffers 98 \
    dieArea_um2 12100 \
    synth_top_cell_by_area "fa_1" \
    drt_iter0_markers 5 \
    crit_slowest_cell "fa_2" \
    cp_slowest_stage_delay_ps 530 \
    postCtsSetupBuffers 0 \
    wl_met1_mm 1.22 \
    yosys_area_um2 881 \
    grt_max_degree 2 \
    syn_inst 64 \
    period_used_pct 126 \
    core_area_um2 7810 \
    p_leak_nw 0.596 \
    cts_resized 52 \
    final_cell_count_no_fill 232 \
    fmax_mhz 59.0 \
    hp-class "input port to output port" \
    synth.top_cell.area_share_pct 72.7 \
    drv_slew 0 \
    track_usage_pct 4.82 \
    ys_seq_share_pct 0 \
    synth_area_per_cell_um2 13.8 \
    p_per_area_nw_per_um2 41.8 \
]
cells by family after synthesis:
kind of cell | count (synthesis) | synth area share (%)
fa+ha+maj | 32 | 72.7
buf+inv | 32 | 27.3
path summary, 6_finish.rpt:
path | cells past startpoint | end | slack [ps] | startpoint
max | 34 | out[31] | -3450 | y[0]
min | 3 | out[0] | 6110 | y[0]
metal layers:
metal / global-route usage (%) / vias up
met2: 6.31 / 96
met4: 0 / 0
li1: - / 292
met5: 0 / -
met3: 4.58 / 0
met1: 6.03 / 320
layout by cell type, fill, tap and decap left out, drive strengths merged:
master,count
clkdlybuf4s50,81
fa,32
buf,15
dlygate4sd2,2
final cells by class:
cell class | count | area [µm²]
multi-input combinational | 32 | 721
fill | 858 | 6050
timing repair buffer | 98 | 910
tap | 102 | 128
stage by stage:
step	setup slack [ps]	instance area, µm²	power (mW)	utilization, %	TNS [ps]
after floorplan	-3040	958	0.0397	-	-18310
after global placement	-4190	1830	0.0845	23.4	-31670
after detailed placement	-4210	1830	0.0854	23.4	-31910
after CTS	-3520	1760	0.0773	22.5	-22700
after global routing	-3740	1760	0.0848	22.5	-25010
final	-3450	1760	0.0735	22.5	-21940
power by group:
group          internal (mW)  switching, mW  leakage (nW)
sequential                 0              0             0
clock                      0              0             0
combinational         0.0529         0.0206         0.596
total                 0.0529         0.0206         0.596
Power and IR drop assume default switching activity.
