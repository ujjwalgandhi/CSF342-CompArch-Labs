**/design/flow/config.mk**
```make
export PLATFORM = sky130hd
export DESIGN_NAME = bit32AND
export DESIGN_NICKNAME = bit32AND
export VERILOG_FILES = /design/flow/design.v
export SDC_FILE = /design/flow/constraint.sdc
export NUM_CORES = 4
export LEC_CHECK = 1
export CORE_AREA = 10 10 70 70
export DIE_AREA = 0 0 80 80
```
**/design/flow/constraint.sdc**
```tcl
current_design bit32AND

set clk_period 1.0
set clk_io_pct 0.2

create_clock -name clk0 -period $clk_period

set non_clock_inputs [all_inputs -no_clocks]
set_input_delay [expr $clk_period * $clk_io_pct] -clock clk0 $non_clock_inputs
set_output_delay [expr $clk_period * $clk_io_pct] -clock clk0 [all_outputs]
```
**/design/flow/design.v**
```verilog
module bit32AND (out,in1,in2);
	input [31:0] in1,in2;
	output [31:0] out;
	assign {out}=in1 &in2;
endmodule
```
**/design/flow/run.sh**
```bash
#!/bin/bash
# OpenROAD 26Q1-2900-gdf79404cd8, Yosys 0.63+post, stock flow scripts
make -C /OpenROAD-flow-scripts/flow DESIGN_CONFIG=/design/flow/config.mk WORK_HOME=/design/flow/orfs finish
```
==> results.sh <==
# source this file to load flow results
export IMPL_status="finished clean"
export IMPL_relSlewSlack_pct=96.1
export IMPL_track_usage_pct=5.89
export IMPL_fp_dieH_um=80
export IMPL_yosys_stat_seqShare_pct=0
export IMPL_crit_path_max_incr_delay_ns=0.23
export IMPL_met3_usage_pct=4.32
export IMPL_worst_path_buf_inv=2
export IMPL_tightest_slew_ns=0.0581
export IMPL_rsz0062_at_grt="no"
export IMPL_cts_hold_buf=0
export IMPL_cp_max_fo=1
export IMPL_syn_area_sq_um=200
export IMPL_area_growth_pct=390
export IMPL_period_needed_ns=0.892
export IMPL_final_max_slew_viol_count=0
export IMPL_cap_violations=0
export IMPL_syn_inst=32
export IMPL_setup_slack_ns=0.108
export IMPL_firstDrtPassIters=2
export IMPL_fp_dieW_um=80
export IMPL_worstHoldPathType="in -> out"
export IMPL_grt_max_degree=2
export IMPL_crit_chain="dlygate4sd2_1 > and2_1 > buf_2"
export IMPL_dpl_worst_slack_ns=-0.468
export IMPL_ys_cells=32
export IMPL_grt_pass1_wl_um=3050
export IMPL_gr_max_usage_layer="met2"
export IMPL_dp_hpwl_um=2210
export IMPL_required_ns=0.80
export IMPL_crit_family="buffers and inverters"
export IMPL_via_per_inst=3.20
export IMPL_io_buffers=96
export IMPL_vias=557
export IMPL_fp_row_count=21
export IMPL_antenna_diode_count=0
export IMPL_finalHoldViolCount=0
export IMPL_path_class="in -> out"
export IMPL_drt_iter0_drc=1
export IMPL_met1_usage_pct=4.68
export IMPL_coreArea_sq_um=3420
export IMPL_fin_crit_sh_pct=89.2
export IMPL_crit_path_top_delay_cell="dlygate4sd2_1"
export IMPL_endpoint_kind="primary output"
export IMPL_drive_above_1_share_pct=25.8
export IMPL_seq_cell_count=0
export IMPL_pin_count=96
export IMPL_tool_warnings=32
export IMPL_grt_pass1_vias=637
export IMPL_final_setup_viol_count=0
export IMPL_arrival_ns=0.69
export IMPL_p_leak_nw=0.576
export IMPL_drc=0
export IMPL_syn_area_per_cell_sq_um=6.26
export IMPL_synth_cell_types=1
export IMPL_clockBufferCount=0
export IMPL_ys_warn_count=0
export IMPL_antenna_found_initial=0
export IMPL_use_met2_pct=11.7
export IMPL_fmax_mhz=1120
export IMPL_routedWlPerCell_um=12.8
export IMPL_die_area_sq_um=6400
export IMPL_ir_drop_v=0.0000747
export IMPL_fillerInstances=431
export IMPL_finalWirelength_um=2220
export IMPL_overflow=0
export IMPL_place_congestion=0.800
export IMPL_power_density_nw_per_um2=253
export IMPL_regArea_sq_um=0
export IMPL_yosysChipArea_sq_um=200
export IMPL_worstSetupStartpointType="input pin"
export IMPL_p_total_uw=248
export IMPL_detail_route_antenna_nets=0
export IMPL_setup_tns_ns=0
export IMPL_fp_util_pct=5.86
-- through the flow --
step	util [%]	hold WS [ns]	instance area [sq um]	cells
after floorplan	-	0.472	200	32
after global placement	35.7	1.32	1220	174
after detailed placement	35.7	1.32	1220	174
after CTS	28.7	0.772	981	174
after global routing	28.7	0.783	981	174
final	28.7	0.766	981	174
-- cell usage in the layout (no fill, tap or decap) --
master         netlist  final
dlygate4sd2_1        0     64
and2_4               0      1
and2_1              32     31
buf_2                0     32
-- tightest hold or removal path: stages --
cell	delay, ns
dlygate4sd2_1	0.18
and2_1	0.10
buf_2	0.09
-- Yosys cell counts (all sizes together) --
cell	instances	area, sq um
and2	32	200
-- power by group --
part	internal (mW)	switching, mW	total [mW]
Combinational	0.199	0.0485	0.248
Sequential	0	0	0
Clock	0	0	0
Total	0.199	0.0485	0.248
-- cells by family (layout without fill, tap and decap cells) --
kind of cell	Yosys count	in the layout	share of synthesized area, %
buffers and inverters	0	96	0
and+or+nand+nor	32	32	100
-- final cells by class --
type                       count  area, sq um  area share, %
multi-input combinational     32          203           20.7
timing repair buffer          96          721           73.5
tap                           46         57.6           5.87
-- timing repair --
| action | CTS | global route |
|---|---|---|
| resized | 161 | 0 |
| setup buffers | 0 | 0 |
| setup endpoints to repair | 32 | 0 |
-- path summary, 6_finish.rpt --
| path | startpoint | to | slack, ns | cells past startpoint |
|---|---|---|---|---|
| hold / removal | in1[28] | out[28] | 0.77 | 3 |
| setup / recovery | in2[16] | out[16] | 0.11 | 3 |
-- metal layers --
layer / share of wire (%) / routed length [um]
met1: 30 / 675
met5: 0 / 0
met3: 18 / 389
met4: 0 / 0
met2: 52 / 1160
Power figures rest on the tool's default switching activity, not on a simulated workload.
